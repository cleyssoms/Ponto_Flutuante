==> design/flow/design.v <==
module fpu(
    input  logic [31:0] op_A_in, 
    input  logic [31:0] op_B_in,
    input  logic clk, 
    input  logic reset, 
    output logic [31:0] data_out, 
    output logic [3:0]  status_out
);
    typedef enum logic [3:0] { 
        PREPARACAO,          
        CALC_DIFERENCA,      
        ALINHAMENTO,         
        OPERACAO,            
        ANALISE_NORMALIZACAO,  
        NORMALIZACAO,        
        VERIFICA_ESTADO,     
        PRE_ARREDONDAMENTO,  
        ARREDONDAMENTO,      
        POS_ARREDONDAMENTO,  
        SAIDA_FINAL          
    } state_t;
    state_t current_state;   
    logic [7:0] expA, expB;       
    logic [7:0] exp_result;       
    logic [7:0] exp_dif;          
    logic [23:0] mant_result;     
    logic [25:0] mantA, mantB;    
    logic [25:0] mantA_shifted;   
    logic [25:0] mantB_shifted;   
    logic [26:0] mant_result_temp;  
    logic sinalA, sinalB;         
    logic sinal_result;           
    logic bit_overflow;           
    logic bit_inexact;            
    logic bit_underflow;          
    logic mantissa_zero_flag;     
    logic [7:0] counter;          
    always_comb begin
        sinalA = op_A_in[31];
        sinalB = op_B_in[31];
        expA   = op_A_in[30:23];
        expB   = op_B_in[30:23];
        mantA = (expA == 8'd0) ? {1'b0, op_A_in[22:0], 2'b00} : {1'b1, op_A_in[22:0], 2'b00};
        mantB = (expB == 8'd0) ? {1'b0, op_B_in[22:0], 2'b00} : {1'b1, op_B_in[22:0], 2'b00};
    end
    always @(posedge clk or negedge reset) begin
        if (!reset) begin
            current_state     <= PREPARACAO;
            {bit_inexact, bit_overflow, bit_underflow} <= 3'b0;
            sinal_result      <= 1'b0;
            status_out        <= 4'b0;
            exp_dif           <= 8'b0;
            exp_result        <= 8'b0;
            mant_result       <= 24'b0;
            mantA_shifted     <= 26'b0;
            mantB_shifted     <= 26'b0;
            mant_result_temp  <= 27'b0;
            data_out          <= 32'b0;
            mantissa_zero_flag <= 1'b0;
            counter           <= 8'b0;
        end else begin
            case (current_state)
                PREPARACAO: begin
                    if (op_A_in == 32'd0 && op_B_in == 32'd0) begin
                        data_out     <= 32'd0;           
                        status_out   <= 4'b0001;         
                    end else begin 
                        bit_overflow  <= 1'b0;
                        bit_inexact   <= 1'b0;
                        bit_underflow <= 1'b0;
                        mantissa_zero_flag <= 1'b0;
                    end
                    current_state <= CALC_DIFERENCA;   
                end
                CALC_DIFERENCA: begin
                    if (expA > expB) begin
                        exp_dif <= expA - expB;
                    end else if (expB > expA) begin
                        exp_dif <= expB - expA;
                    end else begin
                        exp_dif <= 8'd0;   
                    end
                    current_state <= ALINHAMENTO;
                end
                ALINHAMENTO: begin
                    if (expA > expB) begin
                        if (exp_dif > 8'd24) begin
                            mantB_shifted <= 26'd0;
                            if (mantB != 0) bit_inexact <= 1'b1;  
                        end else begin
                            mantB_shifted <= mantB >> exp_dif;
                            for (int i = 0; i < exp_dif; i++) begin
                                if (mantB[i]) bit_inexact <= 1'b1;  
                            end
                        end
                        mantA_shifted <= mantA;
                        exp_result    <= expA;   
                    end else if (expB > expA) begin
                        if (exp_dif > 8'd24) begin
                            mantA_shifted <= 26'd0;
                            if (mantA != 0) bit_inexact <= 1'b1;
                        end else begin
                            mantA_shifted <= mantA >> exp_dif;
                            for (int i = 0; i < exp_dif; i++) begin
                                if (mantA[i]) bit_inexact <= 1'b1;
                            end
                        end
                        mantB_shifted <= mantB;
                        exp_result    <= expB;
                    end else begin
                        mantA_shifted <= mantA;
                        mantB_shifted <= mantB;
                        exp_result    <= expA;
                    end
                    current_state <= OPERACAO;
                end
                OPERACAO: begin
                    if (sinalA == sinalB) begin
                        mant_result_temp <= {1'b0, mantA_shifted} + {1'b0, mantB_shifted};
                        sinal_result     <= sinalA;   
                    end else begin
                        if (mantA_shifted >= mantB_shifted) begin
                            mant_result_temp <= {1'b0, mantA_shifted} - {1'b0, mantB_shifted};
                            sinal_result     <= sinalA;
                        end else begin
                            mant_result_temp <= {1'b0, mantB_shifted} - {1'b0, mantA_shifted};
                            sinal_result     <= sinalB;
                        end
                    end
                    current_state <= ANALISE_NORMALIZACAO;
                end
                ANALISE_NORMALIZACAO: begin
                    if (mant_result_temp == 27'd0) begin
                        mantissa_zero_flag <= 1'b1;   
                        current_state <= SAIDA_FINAL;
                    end else if (exp_result >= 8'd255) begin
                        bit_overflow <= 1'b1;          
                        current_state <= SAIDA_FINAL;
                    end else begin
                        counter <= 8'd0;               
                        current_state <= NORMALIZACAO;  
                    end
                end
                NORMALIZACAO: begin
                    if (mant_result_temp[26]) begin
                        mant_result_temp <= mant_result_temp >> 1;
                        exp_result <= exp_result + 1;
                    end else if (!mant_result_temp[25]) begin
                        if (exp_result == 8'd0) begin
                            bit_underflow <= 1'b1;
                            current_state <= SAIDA_FINAL;
                        end else begin
                            mant_result_temp <= mant_result_temp << 1;
                            exp_result <= exp_result - 1;
                            counter <= counter + 1;   
                            if (counter > 8'd24) begin
                                bit_underflow <= 1'b1;
                                current_state <= SAIDA_FINAL;
                            end
                        end
                    end else begin
                        current_state <= VERIFICA_ESTADO;
                    end
                end
                VERIFICA_ESTADO: begin
                    if (exp_result == 8'd0) begin
                        bit_underflow <= 1'b1;
                        current_state <= SAIDA_FINAL;
                    end else begin
                        mant_result <= mant_result_temp[25:2];
                        current_state <= PRE_ARREDONDAMENTO;
                    end
                end
                PRE_ARREDONDAMENTO: begin
                    current_state <= ARREDONDAMENTO;
                end
                ARREDONDAMENTO: begin
                    if (mant_result_temp[0] && |mant_result_temp[1:0]) begin
                        bit_inexact <= 1'b1;   
                        if (mant_result == 24'hFFFFFF) begin
                            mant_result <= 24'h800000;  
                            exp_result <= exp_result + 1;  
                        end else begin
                            mant_result <= mant_result + 1;  
                        end
                    end
                    current_state <= POS_ARREDONDAMENTO;
                end
                POS_ARREDONDAMENTO: begin
                    if (exp_result >= 8'd255) begin
                        bit_overflow <= 1'b1;
                    end
                    current_state <= SAIDA_FINAL;
                end
                SAIDA_FINAL: begin
                    if (bit_overflow) begin
                        data_out   <= {sinal_result, 8'hFF, 23'd0};
                        status_out <= 4'b0100;  
                    end else if (bit_underflow || mantissa_zero_flag) begin
                        data_out   <= 32'd0;   
                        status_out <= (mantissa_zero_flag && !bit_underflow) ? 
                                      4'b0001 :  
                                      4'b1000;   
                    end else begin 
                        data_out <= {sinal_result, exp_result, mant_result[22:0]};
                        status_out <= bit_inexact ? 
                                      4'b0010 :  
                                      4'b0001;   
                    end
                    current_state <= PREPARACAO;   
                end
                default: current_state <= PREPARACAO;  
            endcase
        end
    end
endmodule
==> design/flow/run.sh <==
#!/bin/bash
# OpenROAD 26Q1-2900-gdf79404cd8, Yosys 0.63+post, stock flow scripts
make -C /OpenROAD-flow-scripts/flow DESIGN_CONFIG=/design/flow/config.mk WORK_HOME=/design/flow/orfs finish
==> design/flow/config.mk <==
export PLATFORM = sky130hd
export DESIGN_NAME = fpu
export DESIGN_NICKNAME = fpu
export VERILOG_FILES = /design/flow/design.v
export SDC_FILE = /design/flow/constraint.sdc
export NUM_CORES = 4
export LEC_CHECK = 1
export CORE_UTILIZATION = 30
export SYNTH_HDL_FRONTEND = slang
==> design/flow/constraint.sdc <==
current_design fpu

set clk_period 12.2
set clk_io_pct 0.2

create_clock -name clk0 -period $clk_period [get_ports {clk}]

set non_clock_inputs [all_inputs -no_clocks]
set_input_delay [expr $clk_period * $clk_io_pct] -clock clk0 $non_clock_inputs
set_output_delay [expr $clk_period * $clk_io_pct] -clock clk0 [all_outputs]
==> metrics.cfg <==
[synthesis]
top_cells_by_area = dfrtp_1 (27%), ha_1 (7.7%), o21ai_0 (5.5%), a21oi_1 (5.1%), nand2_1 (4.9%)
edf_count = 0
top_area_cell = dfrtp_1
synth_area_per_cell_um2 = 7.89
synth_flops = 179
netlist_area_um2 = 16200
top_cells_by_count = nand2_1 (211), dfrtp_1 (178), o21ai_0 (177)
syn_inst = 2054
ys_area_um2 = 16200
synth_top_area_share_pct = 27.5
ys_types = 88
yosys_cells = 2054
ys_seq_share_pct = 27.6
async_reset_ff_share_pct = 100
ys_warn_count = 0
top_cell = nand2_1
flop_cell = dfrtp_1

[layout]
fin_cells = 2779
syn2layout_area_growth_pct = 13.9
drive_gt1_share_pct = 7.94

[route]
wl_um = 60700
viasPerCell = 5.84
drtIter0Drc = 1316
antenna-diode-count = 0
wl_per_cell_um = 21.9
ant_nets = 0
dr.pass1.iters = 8
drc = 0
vias = 16223

[power]
peakVddDrop_mv = 0.110
pwr-share-seq_pct = 43.5
swShare_pct = 29.0
p_sw_uw = 396
leakage_nw = 7.79
clock_power_share_pct = 41.7
power_density_nw_per_um2 = 73.9
power_mw = 1.36
combinationalPowerShare_pct = 14.8
p_int_uw = 968

[grt]
grt_pass1_wl_um = 93700
grt.overflow.total = 0
grt_pass1_vias = 15503
grt_start_max_net_pins = 88
antenna_found_initial = 0
grt_usage_pct = 22.7

[clocking]
cts_htree_levels = 4
clock.latency.late_pin_ns = 0.49
clk_pin_slew_ns = 0.08
cts_made_buffers = 17
ctsLongestPathBuffers = 2
cts.sink_count = 179
cts-resized-gates = 0
cts_setup_buffers = 0
cts_root_buf = clkbuf_16
cts_hold_buf = 0
cts_tree = built

[timing]
worst_pin_slew_ns = 1.01
setup-violations-final = 0
grt_setup_unrepaired = false
tns_ns = 0
clock_skew_ns = 0.0148
hold_ws_ns = 0.355
clock.fmax_ghz = 0.143
finalCriticalPeriod_ns = 7.01
timing_hold_violations_final = 0
slew-limit-headroom_pct = 32.6
drv_slew = 0
final.period_utilization_pct = 57.4

[placement]
gp_congestion = 0.970
port-buffer-count = 101
dp_cells = 2747
dp_hpwl_um = 46700

[floorplanning]
dieHeight_um = 234
dieArea_um2 = 55000
coreArea_um2 = 53000
pin_count = 102
num_rows = 84
fp_util_pct = 30.6
chipWidth_um = 234

[setup_path]
crit-reg2reg-launch = mantA_shifted[4]
required_ns = 12.57
cp.arrival_ns = 7.37
critical_path_class = input port to register
reg2reg_depth = 12
critPathCaptureType = register
crit_end = mantB_shifted[2]
cp-startpoint = op_A_in[23]
r2r_setup_slack_ns = 7.93
path_max_fanout = 44
setup.worst_path.start_class = input port
rr_endpoint = mant_result_temp[24]

[run]
warnings = 88
drv_cap = 0

[outcome]
status = finished clean

[worst_hold_path]
hold_class = register to register

## worst min path at each step
stage,from,end,slack (ns),cells past startpoint
CTS,current_state[10],current_state[1],0.35,0
global route,current_state[10],current_state[1],0.36,0
finish,current_state[10],current_state[1],0.35,0
## critical path, cell delays in order
cell and delay [ns]:
clkdlybuf4s50_1 0.50, inv_1 0.07, ha_1 0.25, fa_1 0.41, nand3b_1 0.19, a21oi_1 0.40
o31a_2 0.47, buf_4 0.64, mux4_2 0.64, mux2_2 0.32, mux2i_1 0.51, o32ai_1 0.17
o21a_1 0.15, nand3_1 0.08, o211ai_1 0.09
## power groups by stage
| stage | sequential [mW] | combinational, mW | clock, mW |
|---|---|---|---|
| CTS | 0.594 | 0.202 | 0.584 |
| global route | 0.594 | 0.219 | 0.604 |
| finish | 0.594 | 0.202 | 0.568 |
## stage by stage
step	setup WS, ns	util [%]	cell area [um^2]
detailed placement	4.78	33.7	17900
floorplan	6.67	-	16200
global route	4.98	34.9	18500
finish	5.19	34.9	18500
global placement	4.86	33.7	17900
CTS	5.31	34.9	18500
## cell usage in the layout (no fill, tap or decap), types with 15 or more instances in the layout
cell	Yosys	routed
xnor2_1	19	18
a222oi_1	22	22
o22ai_1	20	20
nand4_1	25	25
nor4_1	29	28
and3_1	19	19
mux2i_1	31	31
a31oi_1	34	34
o211ai_1	34	34
inv_1	121	121
clkbuf_16	0	17
o31ai_1	19	18
nand3_1	76	76
ha_1	100	100
nor2b_1	16	16
clkdlybuf4s50_1	0	100
nor3_1	54	53
a22o_1	26	26
a21oi_1	165	164
o21ai_0	177	177
a22oi_1	15	15
dfrtp_1	178	177
nand2_1	211	211
buf_4	2	40
nor2_1	162	162
o21bai_1	16	16
mux4_2	22	22
a21o_1	33	33
o21a_1	17	17
mux2_2	30	30
nand2b_1	29	29
## final cells by class
cell class	count	area, um^2
sequential	179	4480
fill	5509	34500
inverter	122	458
clock buffer	19	453
clock inverter	13	139
timing repair buffer	141	1310
multi-input combinational	1617	10800
tap	688	861
## flip-flops by register name, summed over array words and instances (netlist names)
register / flops
data_out: 32
mant_result_temp: 27
mantA_shifted: 26
mantB_shifted: 26
mant_result: 24
current_state: 11
counter: 8
exp_dif: 8
exp_result: 8
status_out: 4
bit_inexact: 1
bit_overflow: 1
bit_underflow: 1
mantissa_zero_flag: 1
sinal_result: 1
## kinds of logic (layout without fill, tap and decap cells)
| kind of cell | Yosys count | count (layout) | share of synthesized area [%] |
|---|---|---|---|
| AOI/OAI and AO/OA | 715 | 715 | 29.1 |
| DFF | 179 | 179 | 27.6 |
| adders and majority gates | 105 | 105 | 8.33 |
| muxes | 83 | 83 | 7.05 |
| buffers and inverters | 258 | 295 | 6.34 |
| and+or+nand+nor | 688 | 688 | 20.2 |
| xor gates and xnor gates | 26 | 26 | 1.40 |
## layer usage
layer	vias to the layer above	GRT usage, %	share of wire, %
li1	7669	-	-
met1	7895	33.4	46
met2	561	35.2	45
met3	98	3.54	5.2
met4	0	6.37	3.3
met5	-	0	0
No activity file was given, so power comes from the tool's default toggle rates.
